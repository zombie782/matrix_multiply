===== design/flow/run.sh =====
#!/bin/bash
# OpenROAD 26Q1-2900-gdf79404cd8, Yosys 0.63+post, stock flow scripts
make -C /OpenROAD-flow-scripts/flow DESIGN_CONFIG=/design/flow/config.mk WORK_HOME=/design/flow/orfs finish

===== design/flow/config.mk =====
export PLATFORM = sky130hd
export DESIGN_NAME = lab6t4
export DESIGN_NICKNAME = lab6t4
export VERILOG_FILES = /design/flow/design.v
export SDC_FILE = /design/flow/constraint.sdc
export NUM_CORES = 4
export LEC_CHECK = 1
export CORE_AREA = 10 10 103 103
export DIE_AREA = 0 0 113 113
export SYNTH_HDL_FRONTEND = slang

===== design/flow/constraint.sdc =====
current_design lab6t4

set clk_period 3.6
set clk_io_pct 0.2

create_clock -name clk0 -period $clk_period [get_ports {clk}]

set non_clock_inputs [all_inputs -no_clocks]
set_input_delay [expr $clk_period * $clk_io_pct] -clock clk0 $non_clock_inputs
set_output_delay [expr $clk_period * $clk_io_pct] -clock clk0 [all_outputs]

===== design/flow/design.v =====
module counter8(
	input clk,
	input en,
	input reset,
	output reg [2:0] count,
	output fin
);
	assign fin=(count==3'd7)?1'b1:1'b0;
	always @(posedge clk) begin
		count<=(reset==1'b1)?3'd0:(en==1'b1)?count+3'd1:count;
	end
endmodule 
module lab6t4(
	input clk,
	input start,
	input reset,
	output reg done,
	output reg [10:0] clock_count
);
	reg [3:0] state;
	reg signed [7:0] ram1 [0:63];
	reg signed [7:0] inx0;
	reg signed [7:0] inx1;
	reg signed [7:0] inx2;
	reg signed [7:0] inx3;
	reg signed [7:0] inx4;
	reg signed [7:0] inx5;
	reg signed [7:0] inx6;
	reg signed [7:0] inx7;
	reg signed [7:0] iny;
	wire [2:0] term;
	wire next;
	wire [5:0] a_index0;
	wire [5:0] a_index1;
	wire [5:0] a_index2;
	wire [5:0] a_index3;
	wire [5:0] a_index4;
	wire [5:0] a_index5;
	wire [5:0] a_index6;
	wire [5:0] a_index7;
	wire [5:0] b_index;
	wire signed [7:0] val0;
	wire signed [7:0] val1;
	wire signed [7:0] val2;
	wire signed [7:0] val3;
	wire signed [7:0] val4;
	wire signed [7:0] val5;
	wire signed [7:0] val6;
	wire signed [7:0] val7;
	reg [6:0] entry;
	wire keep_going;
	wire signed [18:0] mac_out0;
	wire signed [18:0] mac_out1;
	wire signed [18:0] mac_out2;
	wire signed [18:0] mac_out3;
	wire signed [18:0] mac_out4;
	wire signed [18:0] mac_out5;
	wire signed [18:0] mac_out6;
	wire signed [18:0] mac_out7;
	reg mac_reset;
	reg signed [18:0] out_val0;
	reg signed [18:0] out_val1;
	reg signed [18:0] out_val2;
	reg signed [18:0] out_val3;
	reg signed [18:0] out_val4;
	reg signed [18:0] out_val5;
	reg signed [18:0] out_val6;
	reg signed [18:0] out_val7;
	reg signed [18:0] out_val_mux;
	reg [5:0] out_loc;
	counter8 cnt(.clk(clk),.en(keep_going),.reset(reset),.count(term),.fin(next));
	mac m0(.clk(clk),.macc_clear(reset || mac_reset),.x(inx0),.y(iny),.s(mac_out0));
	mac m1(.clk(clk),.macc_clear(reset || mac_reset),.x(inx1),.y(iny),.s(mac_out1));
	mac m2(.clk(clk),.macc_clear(reset || mac_reset),.x(inx2),.y(iny),.s(mac_out2));
	mac m3(.clk(clk),.macc_clear(reset || mac_reset),.x(inx3),.y(iny),.s(mac_out3));
	mac m4(.clk(clk),.macc_clear(reset || mac_reset),.x(inx4),.y(iny),.s(mac_out4));
	mac m5(.clk(clk),.macc_clear(reset || mac_reset),.x(inx5),.y(iny),.s(mac_out5));
	mac m6(.clk(clk),.macc_clear(reset || mac_reset),.x(inx6),.y(iny),.s(mac_out6));
	mac m7(.clk(clk),.macc_clear(reset || mac_reset),.x(inx7),.y(iny),.s(mac_out7));
	octo_read_ram ram0(.addr0(a_index0),.addr1(a_index1),.addr2(a_index2),.addr3(a_index3),
							 .addr4(a_index4),.addr5(a_index5),.addr6(a_index6),.addr7(a_index7),
							 .val0(val0),.val1(val1),.val2(val2),.val3(val3),
							 .val4(val4),.val5(val5),.val6(val6),.val7(val7));
	ram_out RAMOUTPUT(.clk(clk),.val(out_val_mux),.loc(out_loc));
	assign keep_going=(state==3'b001 || state==3'b100)?1'b1:1'b0;
	assign a_index0=entry%7'd8+7'd8*term;
	assign a_index1=(entry+1)%7'd8+7'd8*term;
	assign a_index2=(entry+2)%7'd8+7'd8*term;
	assign a_index3=(entry+3)%7'd8+7'd8*term;
	assign a_index4=(entry+4)%7'd8+7'd8*term;
	assign a_index5=(entry+5)%7'd8+7'd8*term;
	assign a_index6=(entry+6)%7'd8+7'd8*term;
	assign a_index7=(entry+7)%7'd8+7'd8*term;
	assign b_index=entry-entry%7'd8+term;
	initial begin
		$readmemb("ram_b_init.txt",ram1);
	end
	always @(posedge clk) begin
		if(reset==1'b1) begin
			state<=4'b0000;
			clock_count<=11'd0;
			done<=1'd0;
		end
		else if(state==4'b0000) begin
			if(start==1'b1) begin
				clock_count<=clock_count+11'd1;
				state<=4'b0001;
			end
			done<=1'd0;
		end
		else if(state==4'b0001) begin
			clock_count<=clock_count+11'd1;
			if(next==1'b1)
				state<=4'b0010;
			done<=1'd0;
		end
		else if(state==4'b0010) begin
			clock_count<=clock_count+11'd1;
			state<=(entry==7'b100_0000)?4'b0011:4'b0101;
			done<=1'd0;
		end
		else if(state==4'b0011) begin
			clock_count<=clock_count+11'd1;
			done<=1'd1;
		end
		else if(state==4'b0100) begin
			clock_count<=clock_count+11'd1;
			state<=4'b0001;
			done<=1'd0;
		end
		else if(state==4'b0101) begin
			clock_count<=clock_count+11'd1;
			state<=(entry==7'b100_0000)?4'b0011:4'b0110;
			done<=1'd0;
		end
		else if(state==4'b0110) begin
			clock_count<=clock_count+11'd1;
			state<=(entry==7'b100_0000)?4'b0011:4'b0111;
			done<=1'd0;
		end
		else if(state==4'b0111) begin
			clock_count<=clock_count+11'd1;
			state<=(entry==7'b100_0000)?4'b0011:4'b1000;
			done<=1'd0;
		end
		else if(state==4'b1000) begin
			clock_count<=clock_count+11'd1;
			state<=(entry==7'b100_0000)?4'b0011:4'b1001;
			done<=1'd0;
		end
		else if(state==4'b1001) begin
			clock_count<=clock_count+11'd1;
			state<=(entry==7'b100_0000)?4'b0011:4'b1010;
			done<=1'd0;
		end
		else if(state==4'b1010) begin
			clock_count<=clock_count+11'd1;
			state<=(entry==7'b100_0000)?4'b0011:4'b1011;
			done<=1'd0;
		end
		else if(state==4'b1011) begin
			clock_count<=clock_count+11'd1;
			state<=(entry==7'b100_0000)?4'b0011:4'b0100;
			done<=1'd0;
		end
	end
	always @(term,state,keep_going) begin
		case(state)
			4'b0000: begin
				mac_reset=1'b1;
				inx0=8'd0;
				inx1=8'd0;
				inx2=8'd0;
				inx3=8'd0;
				inx4=8'd0;
				inx5=8'd0;
				inx6=8'd0;
				inx7=8'd0;
				iny=8'd0;
				entry=7'd0;
			end
			4'b0001: begin
				mac_reset=1'b0;
				inx0=val0;
				inx1=val1;
				inx2=val2;
				inx3=val3;
				inx4=val4;
				inx5=val5;
				inx6=val6;
				inx7=val7;
				iny=ram1[b_index];
			end
			4'b0010: begin
				mac_reset=1'b1;
				out_val0=mac_out0;
				out_val1=mac_out1;
				out_val2=mac_out2;
				out_val3=mac_out3;
				out_val4=mac_out4;
				out_val5=mac_out5;
				out_val6=mac_out6;
				out_val7=mac_out7;
				out_val_mux=out_val0;
				out_loc=entry;
			end
			4'b0100: begin
				mac_reset=1'b1;
				inx0=val0;
				inx1=val1;
				inx2=val2;
				inx3=val3;
				inx4=val4;
				inx5=val5;
				inx6=val6;
				inx7=val7;
				iny=ram1[b_index];
			end
			4'b0101: begin
				mac_reset=1'b1;
				inx0=val0;
				inx1=val1;
				inx2=val2;
				inx3=val3;
				inx4=val4;
				inx5=val5;
				inx6=val6;
				inx7=val7;
				iny=ram1[b_index];
				out_val_mux=out_val1;
				out_loc=entry+7'd1;
			end
			4'b0110: begin
				mac_reset=1'b1;
				inx0=val0;
				inx1=val1;
				inx2=val2;
				inx3=val3;
				inx4=val4;
				inx5=val5;
				inx6=val6;
				inx7=val7;
				iny=ram1[b_index];
				out_val_mux=out_val2;
				out_loc=entry+7'd2;
			end
			4'b0111: begin
				mac_reset=1'b1;
				inx0=val0;
				inx1=val1;
				inx2=val2;
				inx3=val3;
				inx4=val4;
				inx5=val5;
				inx6=val6;
				inx7=val7;
				iny=ram1[b_index];
				out_val_mux=out_val3;
				out_loc=entry+7'd3;
			end
			4'b1000: begin
				mac_reset=1'b1;
				inx0=val0;
				inx1=val1;
				inx2=val2;
				inx3=val3;
				inx4=val4;
				inx5=val5;
				inx6=val6;
				inx7=val7;
				iny=ram1[b_index];
				out_val_mux=out_val4;
				out_loc=entry+7'd4;
			end
			4'b1001: begin
				mac_reset=1'b1;
				inx0=val0;
				inx1=val1;
				inx2=val2;
				inx3=val3;
				inx4=val4;
				inx5=val5;
				inx6=val6;
				inx7=val7;
				iny=ram1[b_index];
				out_val_mux=out_val5;
				out_loc=entry+7'd5;
			end
			4'b1010: begin
				mac_reset=1'b1;
				inx0=val0;
				inx1=val1;
				inx2=val2;
				inx3=val3;
				inx4=val4;
				inx5=val5;
				inx6=val6;
				inx7=val7;
				iny=ram1[b_index];
				out_val_mux=out_val6;
				out_loc=entry+7'd6;
			end
			4'b1011: begin
				mac_reset=1'b1;
				inx0=val0;
				inx1=val1;
				inx2=val2;
				inx3=val3;
				inx4=val4;
				inx5=val5;
				inx6=val6;
				inx7=val7;
				iny=ram1[b_index];
				out_val_mux=out_val7;
				out_loc=entry+7'd7;
				entry=entry+7'd8;
			end
		endcase
	end
endmodule
module mac(
	input clk,
	input macc_clear,
	input signed [7:0] x,
	input signed [7:0] y,
	output signed [18:0] s
);
	reg signed [18:0] stored;
	wire signed [18:0] product;
	assign product=x*y;
	assign s=stored;
	always @(posedge clk)
		stored<=(macc_clear==1'b1)?product:stored+product;
endmodule 
module octo_read_ram(
	input [5:0] addr0,
	input [5:0] addr1,
	input [5:0] addr2,
	input [5:0] addr3,
	input [5:0] addr4,
	input [5:0] addr5,
	input [5:0] addr6,
	input [5:0] addr7,
	output signed [7:0] val0,
	output signed [7:0] val1,
	output signed [7:0] val2,
	output signed [7:0] val3,
	output signed [7:0] val4,
	output signed [7:0] val5,
	output signed [7:0] val6,
	output signed [7:0] val7
);
	reg signed [7:0] mem [0:63];
	assign val0=mem[addr0];
	assign val1=mem[addr1];
	assign val2=mem[addr2];
	assign val3=mem[addr3];
	assign val4=mem[addr4];
	assign val5=mem[addr5];
	assign val6=mem[addr6];
	assign val7=mem[addr7];
	initial begin
		$readmemb("ram_a_init.txt",mem);
	end
endmodule 
module ram_out(
	input clk,
	input signed [18:0] val,
	input [5:0] loc
);
	reg signed [18:0] mem [0:63];
	always @(posedge clk) begin
		mem[loc]=val;
	end
endmodule 

==> datasheet_impl.txt <==
Physical design parameters

Parameter                              Value

Worst setup path
  CP startpoint kind    flop
  Peak fanout along the critical path    9
  Cell-by-cell listing of the critical path    clkdlybuf4s50_1
  Cell type of the slowest stage on the worst timing path    clkdlybuf4s50_1
  Depth of the most critical reg-to-reg path    5
  Buffer and inverter count on the worst path    1
  Required time at the endpoint of the critical path    roughly 2.9 ns
  R2R Path Start    state[10]
  Cell class contributing the biggest share of worst-path delay    buffers and inverters
  Register-to-register setup slack    approximately 1.6 ns
  Endpoint of the worst-slack reg-to-reg timing path    clock_count[6]
  Crit path kind    reg2out
  Delay of the slowest critical-path stage    about 0.54 ns
  Data arrival at the endpoint of the critical path    ~1.3 ns
  Endpoint class of the critical path    output port

Global route
  Total routing resource utilization after global routing    0.0450
  Antenna violations before repair    0
  Maximum number of pins on one net before global-route repair    22
  Sum of overflow across all layers after global routing    0
  Wire length of the first global-routing pass    between 4000 and 5000 µm
  Number of global-route vias before repair    about 980

Final layout
  Share of cells above drive strength 1    0.136
  Area of the multi-input gates    676 µm²
  Storage element area    about 650 µm²
  Area growth from synthesis to final layout    21.5%
  Number of filler cells placed in the layout    894
  Final Instance Count excl. Fillers    ~260

Synth
  Yosys Warn Count    7
  Yosys top cell by instances    dfxtp_1
  Most area-hungry cell type in the Yosys netlist    dfxtp_1
  Largest type area fraction    0.392
  Top post-synthesis cells by count    dfxtp_1, and2_1, dlxtp_1, or4_1
  Yosys cell count    ~140
  Top cells by area in the synthesized netlist    dfxtp_1, dlxtp_1, and2_1
  Synth async-reset ratio    0
  Commonest register cell after synthesis    dfxtp_1
  Count of mapped cells out of synthesis    around 140
  Post-Synthesis Cell Area    between 1000 and 1500 µm²
  Unique masters post-synth    38
  Mean post-synth cell area    9.86 µm²
  Number of flops mapped to enable cells by yosys    0
  Number of synthesized register bits    34
  Chip area line of the yosys report    between 1000 and 1500 µm²

Clock tree
  Post-CTS setup buffer count    0
  H-tree lvl count    1
  Clk Latency, worst-skew pair    about 0.27 ns
  Hold bufs inserted after CTS    0
  Post-cts repair resize count    0
  Buffer levels on the longest clock path    2
  Clock root cell    clkbuf_8
  TritonCTS clock tree    built
  Number of CTS-inserted buffers    3
  Clk slew on worst S/H paths    around 0.090 ns

Pwr
  Peak supply drop    0.000146 V
  Total power per unit cell area    about 320 nW/µm²
  Leakage power total    0.596 nW
  Total Power    0.000529 W

STA
  Max Transition Viols Final    0
  Count of final setup violators    0
  Fin crit share    0.567
  Final hold vios    0
  Clk_skew    ~0.0018 ns
  Count of unclocked register or latch pins    7
  Count of endpoints without a timing constraint    7
  RSZ-0062 raised after global routing    false
  Setup TNS    0 ns
  Max-slew headroom at the worst pin    0.763
  Slew at the pin closest to its max-slew limit    about 0.35 ns
  Clock period minus worst slack    2.04 ns
  Fmax    between 0.4 and 0.5 GHz

Outcome
  Outcome    finished clean

Routing
  Pre-antenna DRT Iters    4
  Final antenna-violating net count    0
  Routed wirelength normalized by instance count    10.6 µm
  Number of inserted diodes    0
  Drt drc    0
  Number of vias after detailed routing    between 1000 and 1500
  Sum of routed wire length over all layers    around 2700 µm
  Number of vias per cell after detailed routing    3.93
  Detailed Route Iter0 Violations    43

Worst hold path
  Hold path startpoint    cnt.count[1]
  Worst min-delay path category    reg2reg
  End of the worst hold path    cnt.count[1]
  Cell depth of the worst min-delay path    2

Run
  Max Cap Violations    0
  Tool warnings    25

Floorplanning
  Die span in x    about 110 µm
  Floorplan utilization    0.166
  CORE AREA    just over 8000 µm²
  Site Rows    33
  Number of I/O pins    15
  Total die size    12800 µm²
  Die Height    113 µm

Place
  DP HPWL    around 1900 µm
  Port bufs    14
  Gp weighted congestion    about 0.78
  Placed instance count    around 260
state kept, by name, indices dropped and copies added (netlist names):
name / count
clock_count: 11
cnt.count: 3
done: 1
entry: 7
state: 12
kinds of logic (layout without fill, tap and decap cells):
kind of cell	after synthesis	count (layout)	share of synthesized area
flops	27	27	0.392
xor+xnor	3	3	0.0190
mux	1	1	0.0109
simple gates	59	59	0.286
buf+inv	11	25	0.0426
compound gates	28	28	0.138
latches	7	7	0.0762
fa+ha+maj	4	4	0.0363
power by group:
part           switching, W  total (W)  internal [W]
Clock             0.0000938   0.000171     0.0000775
Sequential       0.00000653   0.000315      0.000308
Combinational     0.0000237  0.0000433     0.0000195
area by class of cell:
type	instances	area share
Timing Repair Buffer	17	0.0970
Inverter	4	0.00896
Multi-Input combinational cell	95	0.403
Clock inverter	1	0.00299
Tap cell	105	0.0784
Clock buffer	3	0.0246
Sequential cell	34	0.385
layer usage:
layer,share of wire,global-route usage,vias to the layer above
li1,-,-,535
met1,0.53,0.0691,465
met2,0.38,0.0584,17
met3,0.082,0.0198,2
met4,0.0044,0.00169,0
met5,0,0,-
worst max path at each step:
| stage | startpoint | to | cells past startpoint |
|---|---|---|---|
| 6_report | clock_count[2] | clock_count[2] | 1 |
| 5_1_grt | clock_count[2] | clock_count[2] | 1 |
| 4_1_cts | clock_count[2] | clock_count[2] | 1 |
stage by stage:
| step | util | hold WS (ns) | area [µm²] | worst slack [ns] |
|---|---|---|---|---|
| floorplan | - | 0.431 | 1380 | 1.86 |
| global placement | 0.196 | 0.435 | 1630 | 1.41 |
| detailed placement | 0.196 | 0.446 | 1630 | 1.40 |
| CTS | 0.202 | 0.463 | 1680 | 1.55 |
| global route | 0.202 | 0.497 | 1680 | 1.49 |
| finish | 0.202 | 0.458 | 1680 | 1.56 |
layout by cell type (no fill, tap or decap), drive strengths merged, types with 4 or more instances in the layout:
| cell type | count |
|---|---|
| a21oi | 12 |
| and2 | 14 |
| clkdlybuf4s50 | 14 |
| dfxtp | 27 |
| dlxtp | 7 |
| ha | 4 |
| inv | 4 |
| nand3 | 4 |
| nor2 | 5 |
| nor4 | 4 |
| o21ai | 7 |
| o31ai | 6 |
| or3 | 4 |
| or4 | 8 |
Power and IR drop assume default switching activity.
